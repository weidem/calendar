## flow/config.mk

```make
export PLATFORM = sky130hd
export DESIGN_NAME = freq_div
export DESIGN_NICKNAME = freq_div
export VERILOG_FILES = /design/flow/design.v
export SDC_FILE = /design/flow/constraint.sdc
export NUM_CORES = 4
export LEC_CHECK = 1
export CORE_UTILIZATION = 30
```

## flow/constraint.sdc

```tcl
current_design freq_div

set clk_period 2.2
set clk_io_pct 0.2

create_clock -name clk0 -period $clk_period [get_ports {SYS_CLK}]

set non_clock_inputs [all_inputs -no_clocks]
set_input_delay [expr $clk_period * $clk_io_pct] -clock clk0 $non_clock_inputs
set_output_delay [expr $clk_period * $clk_io_pct] -clock clk0 [all_outputs]
```

## flow/design.v

```verilog
module freq_div
(
	input			SYS_CLK,
	input			SYS_RST,
	output	reg		US_F,
	output	reg		MS_F,
	output	reg		S_F
);
reg	[6:0]	us_reg;
reg	[9:0]	ms_reg;
reg	[9:0]	s_reg;
always @ (posedge SYS_CLK)
	if (SYS_RST) 
		begin
			us_reg <= 0;
			US_F <= 1'b0;
		end
	else 
		begin
			US_F <= 1'b0;
			if (us_reg == 99)
				begin
					us_reg <= 0;
					US_F <= 1'b1;
				end
			else 
				us_reg <= us_reg + 1;
		end 
always @ (posedge SYS_CLK)
	if (SYS_RST) 
		begin
			ms_reg <= 0;
			MS_F <= 1'b0;
		end
	else 
		begin
			MS_F <= 1'b0;
			if (US_F) 
				begin
					if (ms_reg == 999)
						begin
							ms_reg <= 0;
							MS_F <= 1'b1;
						end
					else 
						ms_reg <= ms_reg + 1;
				end
		end
always @ (posedge SYS_CLK)
	if (SYS_RST) 
		begin
			s_reg <= 0;
			S_F <= 1'b0;
		end
	else 
		begin
			S_F <= 1'b0;
			if (MS_F)
				begin	
					if (s_reg == 999)
						begin
							s_reg <= 0;
							S_F <= 1'b1;
						end
					else 
						s_reg <= s_reg + 1;
				end
		end
endmodule
```

## flow/run.sh

```bash
#!/bin/bash
# OpenROAD 26Q1-2900-gdf79404cd8, Yosys 0.63+post, stock flow scripts
make -C /OpenROAD-flow-scripts/flow DESIGN_CONFIG=/design/flow/config.mk WORK_HOME=/design/flow/orfs finish
```

==> flow_summary.html <==
<h2>Implementation results</h2>
<table>
<tr><th>Metric</th><th>Value</th></tr>
<tr><th colspan="2">Job</th></tr>
<tr><td>Number of max-cap violations</td><td>0</td></tr>
<tr><td>Number of warnings the tools reported</td><td>25</td></tr>
<tr><th colspan="2">Worst setup path</th></tr>
<tr><td>Critical path type</td><td>reg2out</td></tr>
<tr><td>Number of buffers and inverters on the critical path</td><td>1</td></tr>
<tr><td>Maximum fanout along the worst path</td><td>7</td></tr>
<tr><td>Kind of cell adding the most delay to the critical path</td><td>buffers and inverters</td></tr>
<tr><td>Sort of element at the start of the critical path</td><td>flip-flop</td></tr>
<tr><td>Biggest cell delay along the critical path</td><td>between 0.5 and 0.6 ns</td></tr>
<tr><td>Max stage delay cell, worst path</td><td>clkdlybuf4s50_1</td></tr>
<tr><td>Endpoint type of the worst setup path</td><td>output pin</td></tr>
<tr><td>Arrival time at the worst endpoint</td><td>between 1 and 1.5 ns</td></tr>
<tr><td>Data required time at the worst endpoint</td><td>1.76 ns</td></tr>
<tr><td>Critical Path, Cell by Cell</td><td>clkdlybuf4s50_1</td></tr>
<tr><th colspan="2">Floorplanning</th></tr>
<tr><td>Init Core Util</td><td>0.3182</td></tr>
<tr><td>Placeable core region</td><td>4058 um2</td></tr>
<tr><td>Die outline height</td><td>67.61 um</td></tr>
<tr><td>Die X-Extent</td><td>67.61 um</td></tr>
<tr><td>Chip area</td><td>4570 um2</td></tr>
<tr><td>Boundary pin count</td><td>5</td></tr>
<tr><td>Number of core rows</td><td>23</td></tr>
<tr><th colspan="2">Synth</th></tr>
<tr><td>Post-synthesis average cell area</td><td>9.289 um2</td></tr>
<tr><td>Number of enable flip-flop cells</td><td>0</td></tr>
<tr><td>Count of mapped cells out of synthesis</td><td>139</td></tr>
<tr><td>Compound-cell area share of the yosys netlist</td><td>0.06008</td></tr>
<tr><td>Largest non-sequential cell family by area</td><td>simple AND/OR/NAND/NOR gates</td></tr>
<tr><td>Cell area after technology mapping</td><td>~1300 um2</td></tr>
<tr><td>#FFs+latches synth</td><td>30</td></tr>
<tr><td>Seq share, synth</td><td>0.4651</td></tr>
<tr><td>Dominant register cell in the synthesized netlist</td><td>dfxtp_1</td></tr>
<tr><td>Cell count listed in synth_stat.txt</td><td>139</td></tr>
<tr><td>Chip area from the yosys synthesis statistics</td><td>between 1000 and 1500 um2</td></tr>
<tr><td>Cell taking the most area after synthesis</td><td>dfxtp_1</td></tr>
<tr><td>AND/OR/NAND/NOR Cells, Area Fraction</td><td>0.2839</td></tr>
<tr><td>Unique cell types</td><td>31</td></tr>
<tr><td>Top cell types by occurrence after synthesis</td><td>30 x dfxtp_1, 24 x nor2_1, 11 x nand2_1, 11 x xor2_1, 10 x nand3_1</td></tr>
<tr><td>Mux frac, synth</td><td>0.01550</td></tr>
<tr><td>Synth warn</td><td>1</td></tr>
<tr><td>Fraction of synthesis flops using an asynchronous set or reset pin</td><td>0</td></tr>
<tr><td>Yosys adder share</td><td>0.02907</td></tr>
<tr><td>Post-synthesis xor/xnor area fraction</td><td>0.1153</td></tr>
<tr><td>Cell with the most instances after synthesis</td><td>dfxtp_1</td></tr>
<tr><td>Yosys top cell area share</td><td>0.4651</td></tr>
<tr><td>Main area contributors after synthesis</td><td>dfxtp_1 47%, xor2_1 7.5%, nor2_1 7.0%</td></tr>
<tr><th colspan="2">Outcome</th></tr>
<tr><td>Result of the run</td><td>complete, no violations</td></tr>
<tr><th colspan="2">Cells and area</th></tr>
<tr><td>Number of cells in the finished layout apart from fillers</td><td>approximately 200</td></tr>
<tr><td>Fraction of final layout cells with drive strength greater than 1</td><td>0.08784</td></tr>
<tr><td>Post-route core utilization</td><td>0.3589</td></tr>
<tr><td>Area growth syn-to-layout</td><td>12.79%</td></tr>
<tr><td>Sequential standard cell area</td><td>around 600 um2</td></tr>
<tr><td>Number of inserted filler cells in the final layout</td><td>396</td></tr>
<tr><td>Post-route cell area</td><td>1456 um2</td></tr>
<tr><td>Multi-input gate area in the final layout</td><td>around 650 um2</td></tr>
<tr><th colspan="2">Routing</th></tr>
<tr><td>Number of inserted diodes</td><td>0</td></tr>
<tr><td>Highest metal layer with signal wires</td><td>met4</td></tr>
<tr><td>Post-DR vias/cell</td><td>about 4.7</td></tr>
<tr><td>Routed wire per std cell</td><td>10.25 um</td></tr>
<tr><td>Via Count</td><td>936</td></tr>
<tr><td>Routed wire length</td><td>about 2.0 mm</td></tr>
<tr><td>Length of the first detailed-routing pass in iterations</td><td>4</td></tr>
<tr><td>Initial detailed-routing violation count</td><td>27</td></tr>
<tr><td>Wl on met1</td><td>around 1.1 mm</td></tr>
<tr><td>Antenna violation net count after detailed routing</td><td>0</td></tr>
<tr><td>Post-route DRC</td><td>0</td></tr>
<tr><td>Met2 wire len</td><td>about 780 um</td></tr>
<tr><td>Sum of met3 wire segment lengths after detailed routing</td><td>about 80 um</td></tr>
<tr><th colspan="2">Final timing</th></tr>
<tr><td>Maximum operating frequency</td><td>593.9 MHz</td></tr>
<tr><td>Number of setup violations in the final report</td><td>0</td></tr>
<tr><td>Skew final</td><td>0.004781 ns</td></tr>
<tr><td>Number of pins with negative max-slew slack in the final report</td><td>0</td></tr>
<tr><td>Final period demand of the worst path</td><td>1.684 ns</td></tr>
<tr><td>Post-layout period usage of the worst path</td><td>0.7653</td></tr>
<tr><td>Setup TNS Final</td><td>0 ns</td></tr>
<tr><td>Unrepaired setup endpoints after global routing</td><td>no</td></tr>
<tr><td>Rel. slew slack</td><td>0.6240</td></tr>
<tr><td>Final hold violations</td><td>0</td></tr>
<tr><td>Tightest Pin Transition</td><td>between 0.5 and 0.6 ns</td></tr>
<tr><th colspan="2">Clocking</th></tr>
<tr><td>Number of resized instances in the post-cts repair step</td><td>0</td></tr>
<tr><td>Max H-tree Level</td><td>2</td></tr>
<tr><td>CTS hold repair buffers</td><td>0</td></tr>
<tr><td>CTS clock-pin slew for the worst setup and hold paths</td><td>0.06 ns</td></tr>
<tr><td>Clock tree from TritonCTS</td><td>yes</td></tr>
<tr><td>Clock insertion delay at the later pin of the skew report</td><td>0.28 ns</td></tr>
<tr><td>Clk sinks</td><td>30</td></tr>
<tr><td>Buffer cell driving the clock tree root</td><td>clkbuf_8</td></tr>
<tr><td>Maximum clock insertion buffer count</td><td>2</td></tr>
<tr><td>Setup Buffers After CTS</td><td>0</td></tr>
<tr><td>Total clock buffers created by CTS</td><td>5</td></tr>
<tr><th colspan="2">Global route</th></tr>
<tr><td>Initial antenna violation count</td><td>0</td></tr>
<tr><td>Global-route congestion overflow total</td><td>0</td></tr>
<tr><td>Vias in the first global route</td><td>approximately 830</td></tr>
<tr><td>First-pass GRT wire length</td><td>3.601 mm</td></tr>
<tr><td>Pin count of the biggest net entering global routing</td><td>19</td></tr>
<tr><td>Overall routing resource usage</td><td>0.1043</td></tr>
<tr><th colspan="2">Place</th></tr>
<tr><td>Detailed-placement wirelength estimate</td><td>between 1 and 1.5 mm</td></tr>
<tr><td>Dpl cell area</td><td>1365 um2</td></tr>
<tr><td>Buffers on Ports</td><td>4</td></tr>
<tr><td>GPL Wtd Cong</td><td>0.8063</td></tr>
<tr><td>Cell count after placement</td><td>190</td></tr>
<tr><th colspan="2">Worst hold path</th></tr>
<tr><td>Worst Hold Class</td><td>reg2reg</td></tr>
<tr><th colspan="2">Pwr</th></tr>
<tr><td>VDD IR max</td><td>392.4 uV</td></tr>
<tr><td>Leakage power</td><td>0.5078 nW</td></tr>
<tr><td>Power per cell area</td><td>720.4 nW/um2</td></tr>
</table>
final timing paths:
kind | start | end | depth (start not counted) | slack, ns
worst max-delay path | MS_F$_SDFF_PP0_ | MS_F | 1 | 0.52
worst min-delay path | us_reg[0]$_SDFF_PP0_ | us_reg[0]$_SDFF_PP0_ | 1 | 0.45
worst max register to register | ms_reg[0]$_SDFFE_PP0P_ | ms_reg[1]$_SDFFE_PP0P_ | 4 | 0.57
worst min register to register | us_reg[0]$_SDFF_PP0_ | us_reg[0]$_SDFF_PP0_ | 1 | 0.45
layout make-up:
cell class	instances	share of cell area
repair buffers	4	0.02749
multi-input cells	103	0.4467
clock inverters	1	0.003436
inverters	3	0.007732
clock buffers	7	0.05928
flip-flops and latches	30	0.4124
well taps	50	0.04296
where the power goes:
part | total [mW] | internal (mW) | leakage [nW] | switching, mW
clock | 0.442 | 0.252 | 0.0482 | 0.190
sequential | 0.571 | 0.558 | 0.243 | 0.0130
combinational | 0.0361 | 0.0163 | 0.217 | 0.0198
metrics by stage:
stage                     setup WS, ns  hold slack [ns]  power, mW
final                           0.5163           0.4459      1.049
after global routing            0.4255           0.4770      1.096
after floorplan                 0.8463           0.4132     0.6128
after detailed placement        0.3777           0.4370     0.6195
after CTS                       0.5077           0.4459      1.061
after global placement          0.4203           0.4254     0.6169
cells by family after synthesis:
logic type      Yosys count
compound gates           11
xor+xnor                 17
fa+ha+maj                 3
buf+inv                   6
flops                    30
mux                       2
simple gates             70
routing by layer:
layer / track usage / vias up
li1: - / 495
met1: 0.1605 / 424
met2: 0.1436 / 10
met3: 0.03082 / 7
met4: 0.02660 / 0
met5: 0 / -
layout by cell type, fill, tap and decap left out:
master and instances:
and3_2 1, clkbuf_1 1, nand2b_1 1, a21oi_1 1, and2_2 1, clkdlybuf4s50_1 4
nor3_1 2, a31oi_1 4, nand3_1 10, clkbuf_8 6, nand4b_1 2, and4_1 2
nand3_4 1, o21ai_0 1, o211ai_1 1, ha_1 3, xor2_1 11, mux2i_1 2
xnor2_1 6, and4_4 1, o21bai_1 1, o21bai_2 1, inv_1 3, dfxtp_1 30
o311ai_0 1, or3_1 6, clkinv_2 1, a211oi_1 1, nand2_1 11, nand4_1 5
and3_1 2, nor2_1 24, or2_4 1
Power figures rest on the tool's default switching activity, not on a simulated workload.
