### ./config.mk
export PLATFORM = sky130hd
export DESIGN_NAME = dual_num_count_hr
export DESIGN_NICKNAME = dual_num_count_hr
export VERILOG_FILES = /design/flow/design.v
export SDC_FILE = /design/flow/constraint.sdc
export NUM_CORES = 4
export LEC_CHECK = 1
export CORE_AREA = 10 10 71 71
export DIE_AREA = 0 0 81 81
### ./constraint.sdc
current_design dual_num_count_hr

set clk_period 3.5
set clk_io_pct 0.2

create_clock -name clk0 -period $clk_period [get_ports {I_SYS_CLK}]

set non_clock_inputs [all_inputs -no_clocks]
set_input_delay [expr $clk_period * $clk_io_pct] -clock clk0 $non_clock_inputs
set_output_delay [expr $clk_period * $clk_io_pct] -clock clk0 [all_outputs]
### ./design.v
module dual_num_count_hr
#(parameter	PAR_COUNTA=9,
parameter	PAR_COUNTB=5
)
(
	input				I_SYS_CLK,
	input				I_EXT_RST,
	input				I_ADJ_UP,
	input				I_ADJ_DOWN,
	input	[1:0]		I_ADJ_SEL,
	input				I_TRIG_F,
	output reg			O_TRIG_F,
	output reg	[3:0]	O_COUNTA,
	output reg	[3:0]	O_COUNTB
);
always @ (posedge I_SYS_CLK)
if (I_EXT_RST)
begin
    O_COUNTA <= 0;
	O_COUNTB <= 0;
	O_TRIG_F <= 1'b0;
end
else
begin
	O_TRIG_F <= 1'b0;
	if (I_ADJ_UP)
	begin
		if (!I_ADJ_SEL[0])
		begin
            if(O_COUNTB < 2)
				begin
					if (O_COUNTA == 9)
						O_COUNTA <= 0;
					else
						O_COUNTA <= O_COUNTA + 1;
				end
			else
				begin
					if (O_COUNTA == PAR_COUNTA)
						O_COUNTA <= 0;
					else
						O_COUNTA <= O_COUNTA + 1;
				end
		end
		else if (!I_ADJ_SEL[1])
		begin
			if (O_COUNTB == PAR_COUNTB)
				O_COUNTB <= 0;
			else
				O_COUNTB <= O_COUNTB + 1;
			if ((O_COUNTB >= 1) && (O_COUNTA > 3))
				O_COUNTA <= 3;
		end
	end	
	else if (I_ADJ_DOWN)
	begin
		if (!I_ADJ_SEL[0])
		begin
			if (O_COUNTB < 2)
				begin
					if (O_COUNTA == 0)
						O_COUNTA <= 9;
					else
						O_COUNTA <= O_COUNTA - 1;
				end
			else
				begin
					if (O_COUNTA == 0)
						O_COUNTA <= PAR_COUNTA;
					else
						O_COUNTA <= O_COUNTA - 1;
				end
		end
		else if (!I_ADJ_SEL[1])
		begin
			if (O_COUNTB == 0)
				O_COUNTB <= PAR_COUNTB;
			else
				O_COUNTB <= O_COUNTB - 1;
		end
			if ((O_COUNTB == 0) && (O_COUNTA > 3))
				O_COUNTA <= 3;				
	end
    else if (I_TRIG_F)
	begin		 
		if ((O_COUNTB == PAR_COUNTB) && (O_COUNTA == PAR_COUNTA))
		begin
			O_COUNTA <= 4'd0;
			O_COUNTB <= 0;
			O_TRIG_F <= 1'b1;
		end
		else
		begin
			if (O_COUNTA == 9)
			begin
				O_COUNTA <= 4'd0;
				O_COUNTB <= O_COUNTB + 1;
			end
			else
				O_COUNTA <= O_COUNTA + 1;		 		 
		end
    end
end
endmodule
### ./run.sh
#!/bin/bash
# OpenROAD 26Q1-2900-gdf79404cd8, Yosys 0.63+post, stock flow scripts
make -C /OpenROAD-flow-scripts/flow DESIGN_CONFIG=/design/flow/config.mk WORK_HOME=/design/flow/orfs finish
==> impl_metrics.csv <==
group,metric,value,unit
run_status,status,"finished clean",
floorplanning,die_area,6561,µm²
critical_path,end_kind,"flip-flop",
routing,vias,823,
power,cellInternalPower,0.2532,mW
cts,cts_resized,0,
timing,setup_viol,0,
placed_design,hpwl,1674,µm
timing,max_freq,0.4494,GHz
cts,cts_made_buffers,3,
logic_synthesis,mux_area_share,4.940,%
run,drv_cap,0,
power,switching_power,0.1120,mW
timing,hold_viol,0,
cts,clockRootBuffer,"clkbuf_8",
logic_synthesis,edf_count,0,
grt,grt_max_degree,13,
cts,clkSlewWorstSetupHoldPaths,0.04,ns
placed_design,placed_cell_area,1003,µm²
power,pwr-share-seq,36.7,%
cts,hold_buffers,0,
routing,avgViaCountPerCell,5.144,
cts,postCtsSetupRepairBufs,0,
power,power_leakage,0.3656,nW
cells_and_area,regArea,180.2,µm²
floorplanning,num_rows,22,
logic_synthesis,synth_seq_share,21.56,%
placed_design,port-buffer-count,15,
floorplanning,die_w,81,µm
power,switching_share,30.66,%
cells_and_area,area_growth,25.45,%
logic_synthesis,synthesis.area,835.8,µm²
floorplanning,fp.dieH,81,µm
logic_synthesis,synth-xor-area-share,3.144,%
critical_path,crit_required,3.64,ns
grt,first_global_vias,748,
timing,finClkSkew,0.006509,ns
routing,drt_iter0_markers,74,
logic_synthesis,aoi_share,26.05,%
cts,h-tree-depth,1,
grt,grt_overflow,0,
power,p_comb_share,30.4,%
timing,tightest_slew,0.4385,ns
logic_synthesis,yosysUniqueCellTypes,49,
logic_synthesis,syn_area_per_cell,8.358,µm²
cells_and_area,drive_gt1_share,11.61,%
cells_and_area,logic_area,598.1,µm²
logic_synthesis,ys_seq_elements,9,
cts,ctsLongestPathBuffers,2,
floorplanning,core-area,3633,µm²
cts,clock_latency,0.23,ns
logic_synthesis,yosys_area,835.8,µm²
worst_hold_path,min_path_type,"reg -> reg",
grt,antenna_found_initial,0,
timing,fin_crit_sh,63.58,%
logic_synthesis,topCombFamilyByArea,"simple AND/OR/NAND/NOR gates",
power,ir_drop,0.2793,mV
logic_synthesis,synthArstFlopShare,0,%
floorplanning,fp-utilization,23.00,%
critical_path,crit_arrival,2.37,ns
timing,finalCriticalPeriod,2.225,ns
grt,grt_pass1_wl,3712,µm
cts,cts_sinks,9,
placed_design,gp_congestion,0.8474,
logic_synthesis,synthAdderAreaFrac,5.988,%
critical_path,cp_max_fo,10,
routing,antenna_left,0,
logic_synthesis,syn_inst,100,
power,pwr_density_cell,348.3,nW/µm²
cts,cts_tree,"built",
routing,drc,0,
logic_synthesis,yosys-stat-cells,100,
timing,setup_tns,0,ns
timing,slew_violations,0,
routing,wirelength,2227,µm
cells_and_area,final_cell_area,1049,µm²
power,p_clk_share,32.9,%
routing,drt-pass1-iter-count,4,
cells_and_area,nFillCells,394,
timing,rsz0062_at_grt,"no",
run,warning_count,28,
critical_path,startpoint_type,"input port",
routing,diodes,0,
floorplanning,num_io_pins,16,
timing,relSlewSlack,70.52,%
logic_synthesis,simple_gate_area_share,31.44,%
routing,wl_per_cell,13.92,µm
grt,grt_usage,6.800,%
timing,hold-worst-slack,0.6222,ns
logic_synthesis,synth-main-ff-cell,"dfxtp_1",
logic_synthesis,ys_warn_count,1,
critical_path,setup.worst_path.class,"in -> reg",
-- worst paths after layout --
path / depth (start not counted) / slack [ns] / endpoint / start
worst min-delay path: 2 / 0.62 / O_COUNTA[1]$_SDFFE_PP0P_ / O_COUNTA[1]$_SDFFE_PP0P_
worst max register to register: 6 / 1.55 / O_COUNTA[1]$_SDFFE_PP0P_ / O_COUNTB[0]$_SDFFE_PP0P_
worst max-delay path: 5 / 1.27 / O_COUNTA[3]$_SDFFE_PP0P_ / I_ADJ_DOWN
worst min register to register: 2 / 0.62 / O_COUNTA[1]$_SDFFE_PP0P_ / O_COUNTA[1]$_SDFFE_PP0P_
-- worst max-delay path, cell delays in order --
cell and delay [ns]:
clkdlybuf4s50_1 0.64, nor2b_1 0.37, o211ai_2 0.19, and3_2 0.25, a211oi_1 0.22
-- layer usage --
| metal | vias up | GRT usage [%] | share of wire, % |
|---|---|---|---|
| li1 | 408 | - | - |
| met1 | 394 | 9.859 | 51 |
| met2 | 19 | 10.27 | 44 |
| met3 | 2 | 1.559 | 4.3 |
| met4 | 0 | 1.038 | 1.2 |
| met5 | - | 0 | 0 |
-- cell usage after synthesis, drive strengths merged, types with 2 or more instances --
library cell | instances | area, µm²
nor2b | 4 | 25.02
nand2 | 2 | 7.510
clkbuf | 2 | 8.750
nor2 | 4 | 15.01
dfxtp | 9 | 180.2
o21ai | 4 | 20.02
xnor2 | 2 | 17.52
nor3 | 3 | 15.01
buf | 5 | 33.78
nand3 | 5 | 25.02
mux2i | 3 | 30.03
or3 | 3 | 18.77
ha | 4 | 50.05
a31oi | 5 | 31.28
nand2b | 3 | 18.77
o211ai | 3 | 27.52
inv | 4 | 15.01
nor3b | 2 | 15.01
a211oi | 3 | 22.52
a22oi | 2 | 15.01
o31ai | 2 | 15.01
a21oi | 3 | 15.01
-- per-stage QoR --
stage | total power, mW | utilization (%) | cells | setup slack, ns
2_1_floorplan | 0.2070 | - | 100 | 1.691
3_3_place_gp | 0.2450 | 27.62 | 156 | 1.078
3_5_place_dp | 0.2462 | 27.62 | 156 | 1.069
4_1_cts | 0.3663 | 28.86 | 160 | 1.287
5_1_grt | 0.3892 | 28.86 | 160 | 1.172
6_report | 0.3652 | 28.86 | 160 | 1.275
-- kinds of logic after synthesis --
group,count (synthesis)
AOI/OAI and AO/OA,29
and+or+nand+nor,40
adders and majority gates,4
xor gates and xnor gates,3
buffers and inverters,11
muxes,4
DFF,9
-- final cells by class --
cell class | count | area share, %
Clock buffer | 4 | 4.296
Timing Repair Buffer | 15 | 14.32
Sequential cell | 9 | 17.18
Tap cell | 48 | 5.728
Inverter | 4 | 1.432
Multi-Input combinational cell | 80 | 57.04
-- power by group through the flow --
stage,Clock (mW),Sequential (mW),Combinational [mW]
4_1_cts,0.121,0.134,0.112
5_1_grt,0.128,0.136,0.125
6_report,0.120,0.134,0.111
-- layout by cell type, fill, tap and decap left out, drive strengths merged, types with 2 or more instances in the layout --
master         instances
clkdlybuf4s50         15
dfxtp                  9
nand3                  5
a31oi                  5
inv                    4
nor2                   4
nor2b                  4
o21ai                  4
ha                     4
clkbuf                 4
nand2b                 3
a21oi                  3
nor3                   3
or3                    3
a211oi                 3
mux2i                  3
o211ai                 3
xnor2                  2
nor3b                  2
a22oi                  2
o31ai                  2
nand2                  2
-- sequential cells by signal, summed over array words and instances (netlist names) --
name,flops
O_COUNTA,4
O_COUNTB,4
O_TRIG_F,1
No activity file was given, so power comes from the tool's default toggle rates.
