File: /design/flow/config.mk
export PLATFORM = sky130hd
export DESIGN_NAME = dual_num_count
export DESIGN_NICKNAME = dual_num_count
export VERILOG_FILES = /design/flow/design.v
export SDC_FILE = /design/flow/constraint.sdc
export NUM_CORES = 4
export LEC_CHECK = 1
export CORE_AREA = 10 10 75 75
export DIE_AREA = 0 0 85 85
File: /design/flow/design.v
module dual_num_count
#(parameter PAR_COUNTA=9,
parameter   PAR_COUNTB=5
)
(
	input			 I_SYS_CLK,
	input			 I_EXT_RST,
	input			 I_ADJ_UP,
	input			 I_ADJ_DOWN,
	input	   [1:0] I_ADJ_SEL,
	input			 I_TRIG_F,
	output reg		 O_TRIG_F,
	output reg [3:0] O_COUNTA,
	output reg [3:0] O_COUNTB
);
always @ (posedge I_SYS_CLK)
	if (I_EXT_RST)
	begin
		O_COUNTA <= 0;
		O_COUNTB <= 0;
		O_TRIG_F <= 1'b0;
	end
	else
	begin
		O_TRIG_F <= 1'b0;
		if (I_ADJ_UP)
		begin
			if (!I_ADJ_SEL[0])
			begin
				if (O_COUNTA == PAR_COUNTA)
					O_COUNTA <= 0;
				else
					O_COUNTA <= O_COUNTA + 1;
			end
			else if (!I_ADJ_SEL[1])
				begin
					if (O_COUNTB == PAR_COUNTB)
						O_COUNTB <= 0;
					else
						O_COUNTB <= O_COUNTB + 1;
				end
		end	
		else if (I_ADJ_DOWN)
		begin
				if (!I_ADJ_SEL[0])
				begin
					if (O_COUNTA == 0)
						O_COUNTA <= PAR_COUNTA;
					else
						O_COUNTA <= O_COUNTA - 1;
				end
				else if (!I_ADJ_SEL[1])
				begin
					if (O_COUNTB == 0)
						O_COUNTB <= PAR_COUNTB;
					else
						O_COUNTB <= O_COUNTB - 1;
				end			
		end
		else if (I_TRIG_F)
		begin
			if ((O_COUNTB == PAR_COUNTB) && (O_COUNTA == PAR_COUNTA))
			begin
				O_COUNTA <= 4'd0;
				O_COUNTB <= 0;
				O_TRIG_F <= 1'b1;
			end
			else
			begin
				if (O_COUNTA == 9)
				begin
					O_COUNTA <= 4'd0;
					O_COUNTB <= O_COUNTB + 1;
				end
				else
					O_COUNTA <= O_COUNTA + 1;
			end
		end
	end
endmodule
File: /design/flow/run.sh
#!/bin/bash
# OpenROAD 26Q1-2900-gdf79404cd8, Yosys 0.63+post, stock flow scripts
make -C /OpenROAD-flow-scripts/flow DESIGN_CONFIG=/design/flow/config.mk WORK_HOME=/design/flow/orfs finish
File: /design/flow/constraint.sdc
current_design dual_num_count

set clk_period 3.2
set clk_io_pct 0.2

create_clock -name clk0 -period $clk_period [get_ports {I_SYS_CLK}]

set non_clock_inputs [all_inputs -no_clocks]
set_input_delay [expr $clk_period * $clk_io_pct] -clock clk0 $non_clock_inputs
set_output_delay [expr $clk_period * $clk_io_pct] -clock clk0 [all_outputs]
==> reports/qor.csv <==
stage;metric;value;unit
logic_synthesis;async_reset_ff_frac;0;
drt;vias_per_cell;4.583;
job;maxCapViolations;0;
logic_synthesis;yosysWarnings;1;
drt;dr.pass1.iters;4;
cts;clock_latency;0.23;ns
grt;globalRouteMet2Util;0.07221;
logic_synthesis;yosysSeqAreaShare;0.2437;
drt;num_vias;692;
critical_path;criticalPathCategory;input pin to register;
grt;use_met3;0.02601;
critical_path;cp_max_fo;14;
drt;drt_iter0_drc;62;
hold_path;min_path_type;register to register;
final_timing;layout_min_cycle_time;2.273;ns
logic_synthesis;synth-area-yosys;739.5;um2
job;warnings;28;
final_timing;fin_worst_skew;0.0007103;ns
critical_path;cp.required;3.30;ns
final_timing;worst_pin_slew;0.5180;ns
critical_path;crit_chain;clkdlybuf4s50_1, nand2b_1, or4_1, nand4_1, o311ai_1;
final_timing;fmax;0.4399;GHz
finish;final_cell_mix;clkdlybuf4s50_1 (15), dfxtp_1 (9), inv_1 (7), a21oi_1 (6);
final_timing;post-route-period-util;0.7105;
place;dpl.hpwl;1.344;mm
finish;final_util;0.2418;
drt;wirelength;1.811;mm
logic_synthesis;postSynthAreaPerCell;8.700;um2
floorplanning;ioPinCount;16;
grt;grt_pass1_vias;661;
floorplanning;num_rows;23;
finish;drive_above_1_share;0.1188;
floorplanning;die_w;85;um
floorplanning;die_area;7225;um2
grt;global_route.usage.met1;0.06916;
drt;drt_drc_violations_left;0;
cts;tritoncts;done;
cts;clkSinkCount;9;
critical_path;cp-end-kind;register;
cts;cts_setup_buffers;0;
cts;cts.path.max_buffers;2;
logic_synthesis;ff_type;dfxtp_1;
run_status;status;finished, final reports clean;
drt;diodes;0;
place;gp_congestion;0.7905;
critical_path;cpMaxStageDelayCell;or4_1;
final_timing;slew_viol_final;0;
grt;grt_pass1_wl;3.201;mm
cts;cts_resized;0;
finish;lay_top_count;clkdlybuf4s50_1;
logic_synthesis;syn_inst;85;
grt;antenna_found_initial;0;
power;p_per_area;362.9;nW/um2
drt;ant_nets;0;
cts;hold_buffers;0;
floorplanning;coreArea;4058;um2
logic_synthesis;ys_seq_elements;9;
logic_synthesis;edf_count;0;
grt;grt_max_degree;15;
final_timing;fin_hold_ws;0.5887;ns
critical_path;worst_ep_arrival_time;2.37;ns
final_timing;hold_violations;0;
cts;h-tree-depth;1;
logic_synthesis;yosysCellCount;85;
grt;grt_overflow;0;
power;leakagePower;0.3547;nW
grt;grt_use_total;0.05078;
cts;cts_made_buffers;3;
drt;wl_per_cell;11.99;um
finish;synthToLayoutAreaGrowth;32.66;%
logic_synthesis;synth.cell_area;739.5;um2
cts;cts_root_buf;clkbuf_8;
final_timing;setup_viol;0;
floorplanning;fp_util;0.1822;
logic_synthesis;synth.distinct_cells;41;
power;ir_drop;0.1201;mV
cts;clkTransAtPathRegs;0.04;ns
final_timing;slew_headroom;0.6547;
final_timing;tns;0;ns
floorplanning;die_h;85;um
final_timing;grt_setup_unrepaired;no;
critical_path;slowest_delay;0.56;ns
grt;grt.busiest_layer;met2;
critical_path;crit_path_start_kind;input pin;
place;port-buffer-count;15;
-- critical path, delay by kind of cell --
| family | cells | cell delay [ns] |
|---|---|---|
| buf+inv | 1 | 0.53 |
| simple gates | 3 | 1.10 |
| compound gates | 1 | 0.09 |
-- metrics by stage --
stage / std cells / area (um2) / setup slack, ns / total power [mW]
after floorplan: 85 / 739.5 / 1.599 / 0.1931
after global placement: 147 / 935.9 / 0.7478 / 0.2275
after detailed placement: 147 / 935.9 / 0.6852 / 0.2286
after CTS: 151 / 980.9 / 0.9293 / 0.3609
after global routing: 151 / 980.9 / 0.7842 / 0.3841
final: 151 / 980.9 / 0.9265 / 0.3559
-- metal layers --
layer	part of all wire	up-vias
met4	0.0066	0
li1	-	349
met1	0.47	319
met5	0	-
met3	0.11	2
met2	0.41	22
-- cells in the mapped netlist (2+ instances only) --
cell type	n	share of area
a31oi_1	3	0.025
nand4_1	2	0.017
a211oi_1	2	0.020
xnor2_1	3	0.036
o211a_1	3	0.041
a21oi_1	6	0.041
nand2_1	2	0.010
and2_1	2	0.017
inv_1	7	0.036
nand3_1	3	0.020
ha_1	4	0.068
dfxtp_1	9	0.24
nor3_1	4	0.027
nand2b_1	3	0.025
nor2_1	4	0.020
mux2i_1	2	0.027
nand3b_1	2	0.020
-- path summary, 6_finish.rpt --
check,depth (start not counted),end,from,slack [ns]
max reg2reg,6,O_COUNTB[3],O_COUNTB[0],1.40
max,5,O_COUNTB[2],I_ADJ_UP,0.93
min reg2reg,2,O_COUNTB[1],O_COUNTB[1],0.59
min,2,O_COUNTB[1],O_COUNTB[1],0.59
-- where the power goes --
group,internal (mW),leakage (nW),switching [mW],total (mW)
sequential,0.121,0.0735,0.0188,0.139
combinational,0.0492,0.258,0.0384,0.0876
clock,0.0866,0.0228,0.0424,0.129
-- area by class of cell --
| cell class | instances | area (um2) |
|---|---|---|
| repair buffers | 15 | 150.1 |
| inverters | 7 | 26.28 |
| clock buffers | 4 | 45.04 |
| flip-flops and latches | 9 | 180.2 |
| fillers | 427 | 3077 |
| multi-input cells | 66 | 516.7 |
| well taps | 50 | 62.56 |
-- logic make-up after synthesis --
group           Yosys count  share of synthesized area
simple gates             33                     0.3063
compound gates           24                     0.2623
buf+inv                  10                    0.05753
flops                     9                     0.2437
fa+ha+maj                 4                    0.06768
xor+xnor                  3                    0.03554
mux                       2                    0.02707
-- state kept, by name, summed over array words and instances (netlist names) --
register	count
O_COUNTA	4
O_TRIG_F	1
O_COUNTB	4
No activity file was given, so power comes from the tool's default toggle rates.
